[/design/flow/config.mk]
export PLATFORM = sky130hd
export DESIGN_NAME = top_module
export DESIGN_NICKNAME = top_module
export VERILOG_FILES = /design/flow/design.v
export SDC_FILE = /design/flow/constraint.sdc
export NUM_CORES = 4
export LEC_CHECK = 1
export CORE_AREA = 10 10 70 70
export DIE_AREA = 0 0 80 80
[/design/flow/constraint.sdc]
current_design top_module

set clk_period 1.1
set clk_io_pct 0.2

create_clock -name clk0 -period $clk_period [get_ports {clk}]

set non_clock_inputs [all_inputs -no_clocks]
set_input_delay [expr $clk_period * $clk_io_pct] -clock clk0 $non_clock_inputs
set_output_delay [expr $clk_period * $clk_io_pct] -clock clk0 [all_outputs]
[/design/flow/design.v]
module top_module (
    input clk,
    input reset,
    output [3:0]q
);
    reg [3:0]cnt = 4'b0000;
    always @(posedge clk) begin
        if(reset) begin
            cnt <= 4'b0000;
        end
        else begin
            if(cnt == 4'b1001)
                cnt <= 4'b0000;
            else
                cnt <= cnt + 4'b0001;
        end
    end
assign q = cnt;
endmodule
[/design/flow/run.sh]
#!/bin/bash
# OpenROAD 26Q1-2900-gdf79404cd8, Yosys 0.63+post, stock flow scripts
make -C /OpenROAD-flow-scripts/flow DESIGN_CONFIG=/design/flow/config.mk WORK_HOME=/design/flow/orfs finish
==> results.toml <==
# implementation run metrics
[place]
postPlaceCellArea_um2 = 311.5
place.port_buffers = 5
place_congestion = 0.6904
place_ws_ns = -0.05082

[critical_path]
cpPeakStageDelay_ns = 0.36
path_buffers = 1
worstPathArrival_ns = 1.25
cp_slowest_cell = "or3b_1"
critPathKind = "reg -> reg"
crit_path_cell_trace = "inv_2 > ha_4 > or3b_1 > a31oi_1"
r2r-start = "cnt[1]$_SDFF_PP0_"
end_kind = "register"
cp_max_fo = 3
cp.required_ns = 1.26
reg2reg_to = "cnt[3]$_SDFF_PP0_"
reg2reg_slack_ns = 0.006
path_delay_family = "simple AND/OR/NAND/NOR gates"
start_kind = "register"
r2r_cells = 4

[layout]
most-common-layout-cells = "dlygate4sd2_1 (4), clkbuf_4 (3), dfxtp_2 (3), buf_4 (3)"
drive_gt1_share_pct = 45.16
mostFrequentLayoutCell = "dlygate4sd2_1"
finish.utilization_pct = 10.59
syn2layout_area_growth_pct = 100.7
largest_reg_flops = 4
final_cell_area_um2 = 361.6
reg_top3 = "cnt x4"
largest-register = "cnt"

[synth]
ys_sh_xor_pct = 0
muxShareOfSynthArea_pct = 0
synth.logic.top_family = "simple AND/OR/NAND/NOR gates"
synthCells = 19
area_leaders = "dfxtp_1 (44%), ha_1 (14%), nand4b_1 (4.9%)"
synthDistinctLibCells = 13
ys_ff = 4
syn_area_um2 = 180.2
fa_ha_area_share_pct = 13.89
top_area_share_pct = 44.44
synth_seq_share_pct = 44.44
avgSynthCellArea_um2 = 9.483
yosys_cells = 19
yosysWarnings = 1
ys_sh_simple_pct = 29.17
synth_chip_area_um2 = 180.2
ys_sh_aoi_pct = 10.42
yosysTopAreaCell = "dfxtp_1"

[drt]
post-route-drc-count = 0
drt_iter0_markers = 1
vias_per_cell = 2.260
wl_um = 536
num_vias = 174
firstDrtPassIters = 3
ant_nets = 0
diodes = 0
routedWlPerCell_um = 6.961

[floorplan]
dieWidth_um = 80
dieHeight_um = 80
top_level_ports = 6
core_area_mm2 = 0.003416
fp_util_pct = 5.275
rows = 21
die_area_mm2 = 0.006400

[hold_path]
min-delay-path-class = "reg -> reg"
min_delay_path_depth = 1
min_to = "cnt[0]$_SDFF_PP0_"
worstHoldStart = "cnt[0]$_SDFF_PP0_"

[sta]
rsz0062_at_grt = "true"
finalHoldViolCount = 0
skew_ns = 0.003822
setup_ws_ns = 0.006138
hold_slack_ns = 0.4508
drv_slew = 0
slew_headroom_pct = 86.29
period_needed_ns = 1.094
fin_crit_sh_pct = 99.44
tightestPinTransition_ns = 0.2052
fmax_mhz = 914.2
final-setup-viol-count = 0
fin_setup_tns_ns = 0

[global_route]
antenna_found_initial = 0
grt_usage_pct = 1.877
grt_pass1_wl_um = 910
gr-total-overflow = 0
grt_pass1_vias = 204
grt_start_max_net_pins = 6

[clock_network]
cts_buffers = 3
root_buffer = "clkbuf_4"
clk_pin_slew_ns = 0.04
clockBufferDepth = 2
worstSkewPairLatency_ns = 0.24
ctsHtreeMaxLevel = 1
cts.sinks = 4
cts_tree = "yes"

[power_and_ir_drop]
vdd_drop_max_v = 0.0005885
power_frac_comb_pct = 15.4
clockPowerShare_pct = 43.9
p_switching_mw = 0.09290
swShare_pct = 22.65
p_int_mw = 0.3173
p_leak_nw = 0.1352
pwr_density_cell_mw_per_mm2 = 1134
p_seq_share_pct = 40.6

[outcome]
status = "completed"

[run]
warning_count = 28
max-cap-violations = 0
-- power groups by stage --
stage         Sequential, mW  Clock [mW]  Combinational (mW)
CTS                    0.167       0.187              0.0616
global route           0.169       0.197              0.0719
finish                 0.167       0.180              0.0633
-- metrics by stage --
| step | total power, mW | cells |
|---|---|---|
| 2_1_floorplan | 0.1840 | 19 |
| 3_3_place_gp | 0.2225 | 73 |
| 3_5_place_dp | 0.2277 | 73 |
| 4_1_cts | 0.4159 | 77 |
| 5_1_grt | 0.4376 | 77 |
| 6_report | 0.4102 | 77 |
-- area by class of cell --
cell class	instances	area, um2
clock buffer	3	22.52
fill	404	3054
inverter	1	3.754
multi-input combinational	14	111.4
sequential	4	87.58
tap	46	57.56
timing repair buffer	9	78.83
-- synth_stat cells, drive strengths merged --
cell type  count
a21oi          1
a31oi          1
dfxtp          4
ha             2
inv            1
nand2          2
nand3          1
nand3b         1
nand4b         1
nor2           2
o21bai         1
or2b           1
or3b           1
-- timing repair --
| action | in CTS | in global routing |
|---|---|---|
| pin swaps | 2 | 1 |
| resized | 10 | 3 |
| setup endpoints to repair | 5 | 2 |
| buffers inserted | 2 | 0 |
| hold buffers | 0 | 0 |
| endpoints found under the hold margin | 0 | 0 |
-- metal layers --
| layer | routed length, um | share of wire [%] | vias to the layer above | global-route usage (%) |
|---|---|---|---|---|
| met2 | 175 | 33 | 10 | 2.167 |
| met1 | 293 | 55 | 74 | 2.530 |
| met4 | 0 | 0 | 0 | 0.1761 |
| met5 | 0 | 0 | - | 0 |
| met3 | 67 | 13 | 0 | 1.705 |
| li1 | - | - | 90 | - |
-- cells by family after synthesis --
family	after synthesis
and+or+nand+nor	9
AOI/OAI and AO/OA	3
DFF	4
buffers and inverters	1
adders and majority gates	2
-- worst max path at each step --
| stage | start | to | slack, ns | cells past startpoint |
|---|---|---|---|---|
| 4_1_cts | cnt[1]$_SDFF_PP0_ | cnt[3]$_SDFF_PP0_ | -0.01 | 4 |
| 5_1_grt | cnt[1]$_SDFF_PP0_ | cnt[3]$_SDFF_PP0_ | -0.06 | 4 |
| 6_report | cnt[1]$_SDFF_PP0_ | cnt[3]$_SDFF_PP0_ | 0.006 | 4 |
No activity file was given, so power comes from the tool's default toggle rates.
